**design/flow/design.v**
```verilog
module test_adder;
reg [15:0] in;
reg [15:0] value;
wire [15:0] out;
add add_2(out,in,value);
initial
begin
	in=16'b1;   value=16'b10;                       
	#1 $display("in = %b, out = %b \n", in,out);
	in=16'b11;  value=16'b11;                       
	#1 $display("in = %b, out = %b \n", in,out);
	in=16'b111;  value=16'b10;                       
	#1 $display("in = %b, out = %b \n", in,out);
	in=16'b11111111;   value=16'b100;                
	#1 $display("in = %b, out = %b \n", in,out);
end
endmodule
module add(out,in,value);
input [15:0] in;   
input [15:0] value;
output reg [15:0] out;    
always @(in)
	out <= in + value;    
endmodule
```
**design/flow/run.sh**
```bash
#!/bin/bash
# OpenROAD 26Q1-2900-gdf79404cd8, Yosys 0.63+post, stock flow scripts
make -C /OpenROAD-flow-scripts/flow DESIGN_CONFIG=/design/flow/config.mk WORK_HOME=/design/flow/orfs finish
```
**design/flow/config.mk**
```make
export PLATFORM = sky130hd
export DESIGN_NAME = add
export DESIGN_NICKNAME = add
export VERILOG_FILES = /design/flow/design.v
export SDC_FILE = /design/flow/constraint.sdc
export NUM_CORES = 4
export LEC_CHECK = 1
export CORE_AREA = 10 10 70 70
export DIE_AREA = 0 0 80 80
```
**design/flow/constraint.sdc**
```tcl
current_design add

set clk_period 13.2
set clk_io_pct 0.2

create_clock -name clk0 -period $clk_period

set non_clock_inputs [all_inputs -no_clocks]
set_input_delay [expr $clk_period * $clk_io_pct] -clock clk0 $non_clock_inputs
set_output_delay [expr $clk_period * $clk_io_pct] -clock clk0 [all_outputs]
```
==> deck_impl_summary.md <==
Implementation Results

Outcome
  – Status: completed

Routing
  – Detailed-route via count: 898
  – DR DRC count: 0
  – First-pass detailed-route iteration total: 4
  – Post-route ant nets: 0
  – Total wirelength of the detailed-routed design: roughly 2400 um
  – Initial DRC count: ~45
  – Diode count: 0
  – DR WL/cell: between 10 and 15 um
  – Vias per cell: 4.68

Placement
  – Final RePlAce weighted congestion: 0.849
  – Detailed-placement wirelength estimate: 2210 um
  – Placed cell count: around 190
  – Port buffer count: around 48

Final timing
  – Max-slew headroom at the worst pin: 70.9%
  – Min cycle time layout: 7.92 ns
  – Total setup violations reported at the end of the flow: 0
  – Unrepaired setup endpoints after global routing: no
  – Transition time at the pin with the least slew margin: around 0.43 ns
  – Final-report max-slew violation count: 0
  – Final hold vios: 0
  – Share of the cycle needed by the critical path after routing: approximately three fifths
  – Accumulated negative setup slack: 0 ns
  – Fmax: 126 MHz

Setup path
  – Largest driver fanout on the critical path: 3
  – Startpoint Class: input pin
  – Critical path, cell by cell: clkdlybuf4s50_1 -> ha_1 -> fa_1 -> a21o_2 -> a311oi_2 -> nor3b_1 -> a211oi_1 -> xnor2_1 -> clkdlybuf4s50_1
  – Endpoint required time on the critical path: 10.56 ns
  – Number of buffer and inverter instances along the worst setup path: 2
  – Top cell by count, worst path: sky130_fd_sc_hd__clkdlybuf4s50_1
  – Crit path max-delay family: buffers and inverters
  – Crit-path slowest cell: sky130_fd_sc_hd__clkdlybuf4s50_1
  – Kind of end point of the critical path: output pin
  – Arr. time, crit path: 5.28 ns
  – CP max stage delay: 0.49 ns
  – Setup CP Type: input pin to output pin

Run
  – Number of max-cap violations: 0
  – Number of warnings in the stage logs: 32

Die
  – Die height: about 80 um
  – Floorplan row count: 21
  – Overall die width: 80 um
  – Die area: ~6400 um2
  – Floorplan utilization: 21.2%
  – Number of placed I/O pins: 48
  – Standard cell core area: 3420 um2

Yosys
  – Total standard cell area after synthesis: 724 um2
  – Top-area cell type share of the netlist area: between 20% and 30%
  – Share of synthesized area occupied by flip-flops and latches: 0%
  – Distinct lib cells used: 27
  – Most used standard cell by instance count after synthesis: sky130_fd_sc_hd__a21oi_1
  – Yosys Instances: 98
  – Post-synth area hogs: sky130_fd_sc_hd__ha_1 26%, sky130_fd_sc_hd__xnor2_1 12%, sky130_fd_sc_hd__a21oi_1 12%
  – Cell count after synthesis: 98
  – Synthesis Warnings: 1
  – Synthesized chip area reported by yosys: approximately 720 um2
  – Commonest cells in the netlist: 17 x sky130_fd_sc_hd__a21oi_1, 15 x sky130_fd_sc_hd__ha_1, 10 x sky130_fd_sc_hd__xnor2_1, 9 x sky130_fd_sc_hd__nand2_1, 8 x sky130_fd_sc_hd__o21ai_0
  – Cell accounting for the most synthesized area: sky130_fd_sc_hd__ha_1
  – Post-Syn Area per Cell: 7.39 um2

Final layout
  – Cell Count, Final, Fillers Out: roughly 190
  – Combined flip-flop and latch cell area: 0 um2
  – Footprint of the multi-input gates: 713 um2
  – Number of fill cells in the layout: between 300 and 400
  – Area delta synth->final: 74.3%
  – Fraction of layout cells with a size suffix above 1: 2.74%
  – Number of clock buffers in the layout: 0
  – FFs & Latches: 0

Power and ir drop
  – Part of the power in the clock network: 0%
  – Net switching power: around 0.023 mW
  – Combinational share of power: 100.0%
  – Internal Pwr Total: around 0.040 mW
  – Total power per unit cell area: 50.3 nW/um2
  – Relative contribution of sequential cells to total power: 0%
  – Worst supply voltage drop on vdd: 13.9 uV
  – P_leak: 0.501 nW
  – Switching share of total power: 36.4%

CTS
  – Count of hold-fix buffers inserted at cts: 0
  – Post-cts sizing count: 0
  – Postcts setup bufs: 0

Global routing
  – Vias in the first global route: 884
  – Final global-route overflow total: 0
  – Largest net degree at the start of global routing: 7
  – Global-route wire length before repair: 4040 um
  – Number of antenna violations at the first check in global routing: 0
  – Global-route total usage across every layer: 7.35%

Min path
  – Hold/Removal Path Class: input pin to output pin
-- cell families (layout without fill, tap and decap cells) --
group | count (synthesis) | after routing | share of synthesized area, %
AND-OR/OR-AND | 40 | 40 | 35.2
XOR/XNOR | 15 | 15 | 18.1
adder cells (fa/ha/maj) | 16 | 16 | 28.7
buffers and inverters | 3 | 51 | 1.55
multiplexers | 1 | 1 | 1.38
AND/OR/NAND/NOR | 23 | 23 | 15.0
-- final timing paths --
check | endpoint | slack [ns] | startpoint | cells past startpoint
setup / recovery | out[14] | 5.28 | value[0] | 9
hold / removal | out[0] | 6.31 | in[0] | 3
-- worst min-delay path, stage by stage --
cell and delay, ns:
sky130_fd_sc_hd__clkdlybuf4s50_1 0.46, sky130_fd_sc_hd__ha_1 0.11, sky130_fd_sc_hd__clkdlybuf4s50_1 0.46
-- per-stage QoR --
stage	power, mW	setup slack (ns)	cell area, um2	hold WS, ns	util (%)
floorplan	0.0284	6.31	724	5.35	-
global placement	0.0644	5.25	1260	6.32	37.0
detailed placement	0.0647	5.26	1260	6.31	37.0
CTS	0.0651	5.25	1260	6.32	37.0
global route	0.0712	5.07	1260	6.37	37.0
finish	0.0635	5.28	1260	6.31	37.0
-- cell usage in the layout (no fill, tap or decap), types with 3 or more instances in the layout --
| cell | instances |
|---|---|
| sky130_fd_sc_hd__o211ai_1 | 3 |
| sky130_fd_sc_hd__nand3_1 | 4 |
| sky130_fd_sc_hd__a21oi_1 | 17 |
| sky130_fd_sc_hd__o21ai_0 | 8 |
| sky130_fd_sc_hd__nand2_1 | 9 |
| sky130_fd_sc_hd__xnor2_1 | 10 |
| sky130_fd_sc_hd__inv_1 | 3 |
| sky130_fd_sc_hd__clkdlybuf4s50_1 | 48 |
| sky130_fd_sc_hd__nor3_1 | 3 |
| sky130_fd_sc_hd__ha_1 | 15 |
| sky130_fd_sc_hd__xor2_1 | 5 |
-- area by class of cell --
cell class	instances	share of cell area, %
Tap cell	46	4.56
Multi-Input combinational cell	95	56.5
Inverter	3	0.892
Timing Repair Buffer	48	38.1
-- layer usage --
metal  GRT usage (%)  vias to the layer above  routed length (um)  share of wire [%]
met3            1.93                        0                 207                8.7
met2            12.0                       27                1100                 46
met4               0                        0                   0                  0
met1            10.0                      404                1090                 45
li1                -                      467                   -                  -
met5               0                        -                   0                  0
-- power by group through the flow --
stage | logic, mW | registers (mW) | clock network, mW
after global routing | 0.0712 | 0 | 0
after CTS | 0.0651 | 0 | 0
final | 0.0635 | 0 | 0
Power is estimated from default activity; no workload was simulated.
