<file path="flow/run.sh">
#!/bin/bash
# OpenROAD 26Q1-2900-gdf79404cd8, Yosys 0.63+post, stock flow scripts
make -C /OpenROAD-flow-scripts/flow DESIGN_CONFIG=/design/flow/config.mk WORK_HOME=/design/flow/orfs finish
</file>
<file path="flow/config.mk">
export PLATFORM = sky130hd
export DESIGN_NAME = programe_counter
export DESIGN_NICKNAME = programe_counter
export VERILOG_FILES = /design/flow/design.v
export SDC_FILE = /design/flow/constraint.sdc
export NUM_CORES = 4
export LEC_CHECK = 1
export CORE_AREA = 10 10 70 70
export DIE_AREA = 0 0 80 80
</file>
<file path="flow/constraint.sdc">
current_design programe_counter

set clk_period 1.0
set clk_io_pct 0.2

create_clock -name clk0 -period $clk_period [get_ports {clock}]

set non_clock_inputs [all_inputs -no_clocks]
set_input_delay [expr $clk_period * $clk_io_pct] -clock clk0 $non_clock_inputs
set_output_delay [expr $clk_period * $clk_io_pct] -clock clk0 [all_outputs]
</file>
<file path="flow/design.v">
module test_pc;
reg [15:0] in;
reg clock;
wire [15:0] out;
programe_counter pc (out,in,clock);
initial
begin
	clock=0; in=16'b1100000000000011;              
	#1 $display("clock=%b in=%b out=%b",clock,in,out);
	clock=1; in=16'b1100000000000011;              
	#1 $display("clock=%b in=%b out=%b",clock,in,out);
end
endmodule
module programe_counter(out,in,clock);
input [15:0] in;
input clock;
output reg [15:0] out;
always @(posedge clock)
begin
	out <= in;
end
endmodule
</file>
==> impl_metrics.json <==
{
  "outcome": "finished clean",
  "finalClockPeriodUsage_pct": 91.3,
  "period_minus_slack_ns": 0.913,
  "vias_per_cell": 2.52,
  "tritoncts.num_buffers": 3,
  "die_h_um": 80,
  "p_total_mw": 1.19,
  "startpoint_type": "flop",
  "grt_max_degree": 10,
  "slowest_delay_ns": 0.32,
  "cpMaxStageDelayCell": "dfxtp_2",
  "hold_start": "in[12]",
  "grt_pass1_wl_um": 1640,
  "reg.largest.list": "out (16)",
  "hold_path.class": "input port to flop",
  "ioPinCount": 33,
  "ir_drop_v": 0.000479,
  "antenna_found_initial": 0,
  "finalMaxSlewViolations": 0,
  "logic_gates": 0,
  "hold_viol": 0,
  "leakage_nw": 0.285,
  "p_per_area_nw_per_um2": 1790,
  "max_slew_margin_pct": 93.7,
  "first_global_vias": 307,
  "worstPathMaxFanout": 1,
  "hold_path_end": "out[12]$_DFF_P_",
  "cp-end-kind": "primary output",
  "gp_congestion": 0.686,
  "h-tree-depth": 1,
  "worst_pin_slew_ns": 0.0944,
  "rows": 21,
  "area_growth_pct": 107,
  "clk_path_buf_depth": 2,
  "cts.sinks": 16,
  "top_register": "out",
  "critPathBufInv": 1,
  "place_inst": 94,
  "synth_chip_area_um2": 320,
  "drtAntennaViolNets": 0,
  "drive_gt1_share_pct": 51.9,
  "die_x_um": 80,
  "path_cells": "buf_2",
  "ys_ff": 16,
  "yosysSeqAreaShare_pct": 100,
  "cts_setup_buffers": 0,
  "core_um2": 3420,
  "rsz0062_at_grt": "false",
  "port_buffers": 32,
  "netlist_instances": 16,
  "drt-initial-drc-count": 1,
  "setup.worst_path.start": "out[12]$_DFF_P_",
  "holdPathStages": 1,
  "drt_pass1_iterations": 2,
  "finalSetupTns_ns": 0,
  "netlist_area_um2": 320,
  "routed_wl_um": 1060,
  "cp_top_family": "flip-flops",
  "avgSynthCellArea_um2": 20.0,
  "setup_viol": 0,
  "grt_use_total_pct": 3.29,
  "fmax_mhz": 1100,
  "synth_cell_types": 1,
  "crit_required_ns": 0.80,
  "cp.arrival_ns": 0.71,
  "clk_pin_slew_ns": 0.09,
  "fin_area_um2": 663,
  "synth_warnings": 1,
  "overflow": 0,
  "fp-utilization_pct": 9.38,
  "wl_per_cell_um": 10.8,
  "post-place-ws_ns": 0.00983,
  "cts_tree": "built",
  "die_area_um2": 6400,
  "fin_util_pct": 19.4,
  "diodes": 0,
  "finalWorstSetupSlack_ns": 0.0870,
  "layoutNonFillerInstCount": 98,
  "warning_count": 25,
  "clock-root-buffer": "clkbuf_4",
  "place_area_um2": 698,
  "yosysCellCount": 16,
  "holdWs_ns": 0.345,
  "setup.worst_path.class": "flop to primary output",
  "drc": 0,
  "vias": 247,
  "largest_reg_flops": 16,
  "comb_area_um2": 0,
  "cap_viol_max_count": 0
}
-- logic make-up (layout without fill, tap and decap cells) --
| family | Yosys count | in the layout | synth area share, % |
|---|---|---|---|
| buffers and inverters | 0 | 36 | 0 |
| flip-flops | 16 | 16 | 100 |
-- report_power, final --
group	total [mW]	leakage, nW	internal, mW	switching, mW
registers	0.682	0.135	0.674	0.00794
clock network	0.417	0.0210	0.221	0.196
logic	0.0872	0.129	0.0742	0.0130
-- layer usage --
metal,part of all wire [%],wire length [um],vias to the layer above,track usage (%)
met5,0,0,-,0
li1,-,-,120,-
met2,54,572,10,5.54
met3,7.8,83,2,1.93
met1,37,392,115,3.39
met4,0.94,10,0,0.880
-- how the worst max path moves through the flow --
stage	end	slack, ns	depth (start not counted)
final	out[12]	0.09	1
after global routing	out[12]	0.05	1
after CTS	out[13]	0.0005	1
-- cells in the mapped netlist, drive strengths merged --
library cell   n  share of area, %
dfxtp         16               100
-- repair_timing --
action / in CTS / in global routing
gates resized: 37 / 19
setup endpoints to repair: 16 / 14
cloned: 0 / 0
pin swaps: 0 / 0
hold buffers: 0 / 0
-- placed cells by master (no fill, tap or decap) --
cell / n
clkbuf_8: 1
buf_2: 2
dfxtp_1: 9
clkbuf_4: 3
dfxtp_2: 7
clkdlybuf4s50_1: 16
clkbuf_2: 14
-- area by class of cell --
cell class | instances | area (um^2)
clock buffer | 4 | 36.3
fill | 386 | 2750
sequential | 16 | 329
tap | 46 | 57.6
timing repair buffer | 32 | 240
Power and IR drop assume default switching activity.
